==> design/flow/design.v <==
module mult32x32_fast (
    input logic clk,             
    input logic reset,           
    input logic start,           
    input logic [31:0] a,        
    input logic [31:0] b,        
    output logic busy,           
    output logic [63:0] product  
);
logic a_sel;
logic b_sel;
logic [1:0] shift_sel;
logic upd_prod;
logic clr_prod;
logic a_msw_is_0;
logic b_msw_is_0;
mult32x32_fast_arith arith(.clk(clk),
					  .reset(reset),
					  .a(a),
					  .b(b),
					  .a_sel(a_sel),
					  .b_sel(b_sel),
					  .shift_sel(shift_sel),
					  .upd_prod(upd_prod),
					  .clr_prod(clr_prod),
					  .a_msw_is_0(a_msw_is_0),
					  .b_msw_is_0(b_msw_is_0),
					  .product(product));
mult32x32_fast_fsm fsm(.clk(clk),
				  .reset(reset),
				  .start(start),
				  .a_msw_is_0(a_msw_is_0),
				  .b_msw_is_0(b_msw_is_0),
				  .busy(busy),
				  .a_sel(a_sel),
				  .b_sel(b_sel),
				  .shift_sel(shift_sel),
				  .upd_prod(upd_prod),
				  .clr_prod(clr_prod));
endmodule
module mult32x32_fast_arith (
    input logic clk,              
    input logic reset,            
    input logic [31:0] a,         
    input logic [31:0] b,         
    input logic a_sel,            
    input logic b_sel,            
    input logic [1:0] shift_sel,  
    input logic upd_prod,         
    input logic clr_prod,         
    output logic a_msw_is_0,      
    output logic b_msw_is_0,      
    output logic [63:0] product   
);
logic [15:0] a_cut;
logic [15:0] b_cut;
logic [31:0] mult_out;
logic [63:0] shift0_out;
logic [63:0] shift16_out;
logic [63:0] shift32_out;
logic [63:0] shifted_res;
always_comb begin
	if(a[31:16] == 16'b0) begin
		a_msw_is_0 = 1;
	end
	else begin
		a_msw_is_0 = 0;
	end
	if(b[31:16] == 16'b0) begin
		b_msw_is_0 = 1;
	end
	else begin
		b_msw_is_0 = 0;
	end
	case (a_sel)
		1'b0: a_cut = a[15:0];
		1'b1: a_cut = a[31:16];
	endcase
	case (b_sel)
		1'b0: b_cut = b[15:0];
		1'b1: b_cut = b[31:16];
	endcase
	mult_out = a_cut * b_cut;
	shift0_out = mult_out;
	shift16_out = mult_out << 16;
	shift32_out = mult_out << 32;
	case (shift_sel)
		2'b0: shifted_res = shift0_out;
		2'b1: shifted_res = shift16_out;
		2'b10: shifted_res = shift32_out;
		default: shifted_res = shift0_out;  
	endcase
end
always_ff @(posedge clk, posedge reset) begin
	if (reset == 1'b1) begin
		product <= 63'b0;
	end
	else begin
		if (clr_prod == 1'b1) begin
			product <= 63'b0;
		end
		else if (upd_prod == 1'b1) begin
			product <= product + shifted_res;
		end
	end
end
endmodule
module mult32x32_fast_fsm (
    input logic clk,               
    input logic reset,             
    input logic start,             
    input logic a_msw_is_0,        
    input logic b_msw_is_0,        
    output logic busy,             
    output logic a_sel,            
    output logic b_sel,            
    output logic [1:0] shift_sel,  
    output logic upd_prod,         
    output logic clr_prod          
);
typedef enum {
	idle_st,
	start_st,
	a_0_b_0_st,
	a_1_b_0_st,
	a_0_b_1_st
} sm_type;
sm_type current_state;
sm_type next_state;
always_ff @(posedge clk, posedge reset) begin
	if (reset == 1'b1) begin
		current_state <= idle_st;
	end
	else begin
		current_state <= next_state;
	end
end
always_comb begin
	next_state = current_state;
	busy = 1'b1;
	a_sel = 1'b1;
	b_sel = 1'b1;
	shift_sel = 2'b1;
	upd_prod = 1'b1;
	clr_prod = 1'b0;
	case (current_state)
		idle_st: begin
			if (start == 1'b1) begin 
				next_state = start_st;
				busy = 1'b0;
				clr_prod = 1'b1;
			end
			else begin 
				next_state = idle_st;
				busy = 1'b0;
				upd_prod = 1'b0;
			end
		end
		start_st: begin 
			a_sel = 1'b0;
			b_sel = 1'b0;
			shift_sel = 1'b0;
			next_state = a_0_b_0_st;
		end
		a_0_b_0_st: begin 
			if(a_msw_is_0 == 1'b0) begin
				b_sel = 1'b0;
				next_state = a_1_b_0_st;
			end
			else begin
				case (b_msw_is_0) 
				1'b0: begin 
					a_sel = 1'b0; 
					next_state = a_0_b_1_st;
				end
				1'b1: begin 
					upd_prod = 1'b0;
					next_state = idle_st;
				end 
				endcase
			end
		end
		a_1_b_0_st: begin
		case (b_msw_is_0) 
				1'b0: begin 
					a_sel = 1'b0; 
					next_state = a_0_b_1_st;
				end
				1'b1: begin 
					upd_prod = 1'b0; 
					next_state = idle_st;
				end
		endcase
		end
		a_0_b_1_st: begin
			shift_sel = 2'b10;
			next_state = idle_st;
		end	
	endcase
end
endmodule
==> design/flow/run.sh <==
#!/bin/bash
# OpenROAD 26Q1-2900-gdf79404cd8, Yosys 0.63+post, stock flow scripts
make -C /OpenROAD-flow-scripts/flow DESIGN_CONFIG=/design/flow/config.mk WORK_HOME=/design/flow/orfs finish
==> design/flow/config.mk <==
export PLATFORM = sky130hd
export DESIGN_NAME = mult32x32_fast
export DESIGN_NICKNAME = mult32x32_fast
export VERILOG_FILES = /design/flow/design.v
export SDC_FILE = /design/flow/constraint.sdc
export NUM_CORES = 4
export LEC_CHECK = 1
export CORE_UTILIZATION = 40
==> design/flow/constraint.sdc <==
current_design mult32x32_fast

set clk_period 21.5
set clk_io_pct 0.2

create_clock -name clk0 -period $clk_period [get_ports {clk}]

set non_clock_inputs [all_inputs -no_clocks]
set_input_delay [expr $clk_period * $clk_io_pct] -clock clk0 $non_clock_inputs
set_output_delay [expr $clk_period * $clk_io_pct] -clock clk0 [all_outputs]
==> flow_metrics.env <==
# yosys + openroad results
export IMPL_status="finished clean"
export IMPL_initial_core_util_pct=40.6
export IMPL_cts_resized=0
export IMPL_synthFlopType="dfrtp_1"
export IMPL_hold_slack_ns=0.552
export IMPL_cts_sinks=69
export IMPL_rows=73
export IMPL_grt_pass1_vias=14700
export IMPL_critPathMaxFanout=32
export IMPL_fp_coreArea_mm2=0.0398
export IMPL_worstPathRequired_ns=21.77
export IMPL_crit_top_cell="fa_1"
export IMPL_syn_inst=2009
export IMPL_worstSetupStartpointType="primary input"
export IMPL_edf_count=0
export IMPL_cap_violations=0
export IMPL_die_w_um=203
export IMPL_synth_cell_area_mm2=0.0162
export IMPL_finalMaxSlewViolations=0
export IMPL_tns_ns=0
export IMPL_cts_buffers=9
export IMPL_postRouteWirelength_um=53400
export IMPL_timing_rr_end="arith.product[60]"
export IMPL_cts_setup_buffers=0
export IMPL_ant_nets=0
export IMPL_reg2reg_depth=38
export IMPL_critPathCaptureType="flop"
export IMPL_critPathKind="primary input to flop"
export IMPL_first_iter_violations=1023
export IMPL_r2r_start="fsm.current_state[3]"
export IMPL_root_buffer="clkbuf_16"
export IMPL_dr_pass1_iters=5
export IMPL_syn2layout_area_growth_pct=13.3
export IMPL_ys_warn_count=2
export IMPL_vias=14500
export IMPL_place_congestion=1.06
export IMPL_syn_avg_cell_area_um2=8.06
export IMPL_cp_data_arrival_time_ns=16.00
export IMPL_ys_cells=2009
export IMPL_io_pin_count=132
export IMPL_grt_usage_pct=27.9
export IMPL_period_used_pct=73.2
export IMPL_fin_crit_ns=15.73
export IMPL_grt_max_degree=58
export IMPL_setup_viol=0
export IMPL_clock_skew_ns=0.0118
export IMPL_num_antenna_cells=0
export IMPL_synthArstFlopShare_pct=100
export IMPL_via_per_inst=5.53
export IMPL_cts_tree="yes"
export IMPL_fmax_mhz=63.6
export IMPL_critical_path_endpoint="arith.product[60]"
export IMPL_clkTransAtPathRegs_ns=0.06
export IMPL_antenna_found_initial=0
export IMPL_drcViolationCount=0
export IMPL_setup_worst_path_start="b[31]"
export IMPL_die_h_um=203
export IMPL_ys_chip_area_mm2=0.0162
export IMPL_clk_latency_ns=0.36
export IMPL_dp_hpwl_um=43400
export IMPL_worst_hold_path_type="flop to flop"
export IMPL_relSlewSlack_pct=20.6
export IMPL_rsz0062_at_grt="false"
export IMPL_synth_seq_cells=69
export IMPL_hold_viol=0
export IMPL_overflow=0
export IMPL_htreeDepth=3
export IMPL_r2r_slack_ns=10.44
export IMPL_ys_seq_share_pct=10.7
export IMPL_yosysUniqueCellTypes=85
export IMPL_die_area_mm2=0.0413
export IMPL_cpPeakStageDelay_ns=0.92
export IMPL_wl_per_cell_um=20.3
export IMPL_warnings=25
export IMPL_grt_first_pass_wirelength_um=85300
export IMPL_drive_gt1_share_pct=5.37
export IMPL_port_buffers=131
export IMPL_worst_path_max_delay_cell="mux2i_1"
export IMPL_postCtsHoldBufs=0
export IMPL_worstMarginPinSlew_ns=1.16
export IMPL_clock_path_buffers=2
-- routing by layer --
metal  vias to the layer above  track usage [%]  share of wire, %
li1                       6870                -                 -
met1                      7006             41.1                44
met2                       591             42.9                46
met3                        62             7.84               8.8
met4                         0             4.40               2.0
met5                         -                0                 0
-- how the worst min path moves through the flow --
stage / from / endpoint / slack (ns) / cells past startpoint
after CTS: arith.product[12] / arith.product[12] / 0.56 / 2
after global routing: arith.product[21] / arith.product[21] / 0.57 / 2
final: arith.product[21] / arith.product[21] / 0.55 / 2
-- final cells by class --
| class | count | area (um2) |
|---|---|---|
| Inverter | 266 | 998 |
| Sequential cell | 69 | 1730 |
| Timing Repair Buffer | 162 | 1540 |
| Clock inverter | 4 | 72.6 |
| Fill cell | 3896 | 21500 |
| Multi-Input combinational cell | 1592 | 13100 |
| Clock buffer | 11 | 243 |
| Tap cell | 525 | 657 |
-- layout by cell type (no fill, tap or decap), types with 6 or more instances in the layout --
cell and instances:
o21a_1 13, o21ai_0 68, mux2_2 29, xnor2_1 51, o31ai_1 8, o21bai_1 20, nand2b_1 14, fa_1 195
clkbuf_16 9, a211oi_1 10, inv_1 265, a21oi_1 150, ha_1 167, buf_4 31, nand2_1 286, nor4_1 13
and2_1 33, or2_2 8, mux2i_1 37, nor2b_1 8, nand3_1 41, clkdlybuf4s50_1 131, and3_1 18, a31oi_1 12
nor3_1 19, a22o_1 8, dfrtp_1 68, a21o_1 55, o211ai_1 6, nor2_1 190, xor2_1 27, nand4_1 24
-- cells by family after synthesis --
group / count (synthesis) / share of synthesized area [%]
simple gates: 672 / 18.4
compound gates: 414 / 16.7
fa+ha+maj: 362 / 37.0
buf+inv: 348 / 8.64
xor+xnor: 78 / 4.22
flops: 69 / 10.7
mux: 66 / 4.31
-- state kept, by name, indices dropped and copies added (netlist names) --
| signal | cells |
|---|---|
| arith.product | 64 |
| fsm.current_state | 5 |
-- critical path, delay by kind of cell --
kind / cells / cell delay (ns)
compound gates: 12 / 2.59
buf+inv: 6 / 0.98
mux: 2 / 1.06
simple gates: 13 / 3.42
fa+ha+maj: 8 / 3.60
-- stage by stage --
step                      area, um2  worst slack (ns)  std cells  utilization [%]
after floorplan               16200              7.91       2009                -
after global placement        18000              5.44       2614             45.3
after detailed placement      18000              5.48       2614             45.3
after CTS                     18300              5.82       2629             46.1
after global routing          18300              5.23       2629             46.1
final                         18300              5.77       2629             46.1
-- synthesized netlist by cell type (24+ instances only) --
master    number  area, um2
mux2i_1       37        370
xnor2_1       51        447
nor2_1       190        713
nand2_1      286       1070
a21o_1        56        420
fa_1         195       3900
o21ai_0       69        345
clkbuf_1      51        191
ha_1         167       2090
nand4_1       24        150
xor2_1        27        236
inv_1        266        998
mux2_2        29        327
dfrtp_1       68       1700
and2_1        33        206
a21oi_1      151        756
nand3_1       41        205
