[/design/flow/design.v]
module mult32x32 (
    input logic clk,             
    input logic reset,           
    input logic start,           
    input logic [31:0] a,        
    input logic [31:0] b,        
    output logic busy,           
    output logic [63:0] product  
);
logic a_sel;
logic b_sel;
logic [1:0] shift_sel;
logic upd_prod;
logic clr_prod;
mult32x32_arith arith(.clk(clk),
					  .reset(reset),
					  .a(a),
					  .b(b),
					  .a_sel(a_sel),
					  .b_sel(b_sel),
					  .shift_sel(shift_sel),
					  .upd_prod(upd_prod),
					  .clr_prod(clr_prod),
					  .product(product));
mult32x32_fsm fsm(.clk(clk),
				  .reset(reset),
				  .start(start),
				  .busy(busy),
				  .a_sel(a_sel),
				  .b_sel(b_sel),
				  .shift_sel(shift_sel),
				  .upd_prod(upd_prod),
				  .clr_prod(clr_prod));
endmodule
module mult32x32_arith (
    input logic clk,              
    input logic reset,            
    input logic [31:0] a,         
    input logic [31:0] b,         
    input logic a_sel,            
    input logic b_sel,            
    input logic [1:0] shift_sel,  
    input logic upd_prod,         
    input logic clr_prod,         
    output logic [63:0] product   
);
logic [15:0] a_cut;
logic [15:0] b_cut;
logic [31:0] mult_out;
logic [63:0] shift0_out;
logic [63:0] shift16_out;
logic [63:0] shift32_out;
logic [63:0] shifted_res;
always_comb begin
	case (a_sel)
		1'b0: a_cut = a[15:0];
		1'b1: a_cut = a[31:16];
	endcase
	case (b_sel)
		1'b0: b_cut = b[15:0];
		1'b1: b_cut = b[31:16];
	endcase
	mult_out = a_cut * b_cut;
	shift0_out = mult_out;
	shift16_out = mult_out << 16;
	shift32_out = mult_out << 32;
	case (shift_sel)
		2'b0: shifted_res = shift0_out;
		2'b1: shifted_res = shift16_out;
		2'b10: shifted_res = shift32_out;
		default: shifted_res = shift0_out;  
	endcase
end
always_ff @(posedge clk, posedge reset) begin
	if (reset == 1'b1) begin
		product <= 63'b0;
	end
	else begin
		if (clr_prod == 1'b1) begin
			product <= 63'b0;
		end
		else if (upd_prod == 1'b1) begin
			product <= product + shifted_res;
		end
	end
end
endmodule
module mult32x32_fsm (
    input logic clk,               
    input logic reset,             
    input logic start,             
    output logic busy,             
    output logic a_sel,            
    output logic b_sel,            
    output logic [1:0] shift_sel,  
    output logic upd_prod,         
    output logic clr_prod          
);
typedef enum {
	idle_st,
	start_st,
	a_0_b_0_st,
	a_1_b_0_st,
	a_0_b_1_st
} sm_type;
sm_type current_state;
sm_type next_state;
always_ff @(posedge clk, posedge reset) begin
	if (reset == 1'b1) begin
		current_state <= idle_st;
	end
	else begin
		current_state <= next_state;
	end
end
always_comb begin
	next_state = current_state;
	busy = 1'b1;
	a_sel = 1'b1;
	b_sel = 1'b1;
	shift_sel = 2'b1;
	upd_prod = 1'b1;
	clr_prod = 1'b0;
	case (current_state)
		idle_st: begin
			if (start == 1'b1) begin 
				next_state = start_st;
				busy = 1'b0;
				clr_prod = 1'b1;
			end
			else begin 
				next_state = idle_st;
				busy = 1'b0;
				upd_prod = 1'b0;
			end
		end
		start_st: begin 
			a_sel = 1'b0;
			b_sel = 1'b0;
			shift_sel = 1'b0;
			next_state = a_0_b_0_st;
		end
		a_0_b_0_st: begin 
			b_sel = 1'b0;
			next_state = a_1_b_0_st;
		end
		a_1_b_0_st: begin
			a_sel = 1'b0;
			next_state = a_0_b_1_st;
		end
		a_0_b_1_st: begin
			shift_sel = 2'b10;
			next_state = idle_st;
		end	
	endcase
end
endmodule
[/design/flow/constraint.sdc]
current_design mult32x32

set clk_period 37.7
set clk_io_pct 0.2

create_clock -name clk0 -period $clk_period [get_ports {clk}]

set non_clock_inputs [all_inputs -no_clocks]
set_input_delay [expr $clk_period * $clk_io_pct] -clock clk0 $non_clock_inputs
set_output_delay [expr $clk_period * $clk_io_pct] -clock clk0 [all_outputs]
[/design/flow/config.mk]
export PLATFORM = sky130hd
export DESIGN_NAME = mult32x32
export DESIGN_NICKNAME = mult32x32
export VERILOG_FILES = /design/flow/design.v
export SDC_FILE = /design/flow/constraint.sdc
export NUM_CORES = 4
export LEC_CHECK = 1
export CORE_UTILIZATION = 50
[/design/flow/run.sh]
#!/bin/bash
# OpenROAD 26Q1-2900-gdf79404cd8, Yosys 0.63+post, stock flow scripts
make -C /OpenROAD-flow-scripts/flow DESIGN_CONFIG=/design/flow/config.mk WORK_HOME=/design/flow/orfs finish
==> qor.yml <==
flop_cell: "dfrtp_1"
ioPinCount: 132
drive_above_1_share_pct: 4.77
crit_family: "adder cells"
diodes: 0
floorplan.core_util_pct: 51.2
cp_data_arrival_time_ns: 17.52
die_h_um: 180
drt-initial-drc-count: 959
drv_cap: 0
ys_seq_share_pct: 10.9
routed_via_density: 5.74
fin_skew_ns: 0.00756
crit_path_max_fanout: 9
final_hold_viol_count: 0
drv_slew: 0
area_leaders: "fa_1 (25%), ha_1 (13%), dfrtp_1 (11%)"
wl_met2_mm: 23.4
netlist_logic_family_top: "adder cells"
min_path_type: "register to register"
tool_warnings: 25
gr-total-overflow: 0
endpoint_kind: "register"
drtPass1Iterations: 23
highest_layer: "met5"
synth_top_cell_by_area: "fa_1"
grt_pass1_wl_mm: 78.7
io_buffers: 131
final_core_util_pct: 57.5
max_freq_mhz: 57.8
floorplan.rows: 64
ys_cells: 1911
simple_gate_share_pct: 16.8
die-area_um2: 32300
ant_nets: 0
synth_cell_types: 84
final.period_utilization_pct: 45.9
core_um2: 30800
status: "finished clean"
avgRoutedWirePerCell_um: 20.1
clock_path_buffers: 2
finalSetupTns_ns: 0
layout_setup_ws_ns: 20.41
clockRootBuffer: "clkbuf_16"
ys_warn_count: 2
mi_logic_area_um2: 12700
syn_area_per_cell_um2: 8.26
relSlewSlack_pct: 36.5
final_cell_count_no_fill: 2410
n_fill_cell: 2812
rsz0062_at_grt: "no"
area_growth_pct: 12.4
muxShareOfSynthArea_pct: 4.54
drc: 0
drt_wl_total_mm: 48.4
ctsResizeCount: 0
syn_area_um2: 15800
met1_length_mm: 20.3
ys_ff: 69
start_kind: "input pin"
netlist.area_leader.share_pct: 24.7
ys_sh_aoi_pct: 16.8
most_common_cell: "inv_1"
regArea_um2: 1730
holdBufCountCts: 0
crit_buf_inv: 5
wl_met3_mm: 3.38
async_flop_share_pct: 100
cp.depth: 33
fin_crit_ns: 17.29
cp.required_ns: 37.92
worstMarginPinSlew_ns: 0.926
postCtsSetupBuffers: 0
grt.total_usage_pct: 33.1
cts_tree: "built"
common_cells: "inv_1 (258), nand2_1 (257), fa_1 (195), nor2_1 (188), ha_1 (167)"
cts_buffers: 9
dp.cells: 2395
whs_path_depth: 0
clk_latency_ns: 0.35
vias: 13800
antenna_found_initial: 1
reg2reg_depth: 34
place_congestion: 0.982
clkTransAtPathRegs_ns: 0.06
crit_type: "input pin to register"
fp.dieW_um: 180
cpMaxStageDelayCell: "mux2i_1"
adder_share_pct: 38.0
grt_max_degree: 74
dpl_worst_slack_ns: 20.12
grt_pass1_vias: 14200
cts-htree-levels: 3
finalSetupViolations: 0
clock_sinks: 69
max_stage_delay_ns: 0.74
synthCells: 1911
edf_count: 0
xor_share_pct: 4.44
ys_area_um2: 15800
cp_common_cell: "fa_1"
place_hpwl_mm: 40.2
## registers in the layout (all words and copies together), names as in the netlist
| register | flops |
|---|---|
| arith.product | 64 |
| fsm.current_state | 5 |
## metal layers
metal	vias up	GRT usage, %
met3	77	7.78
met2	515	54.3
met5	-	0
li1	6589	-
met1	6640	46.5
met4	2	6.79
## cell families after synthesis
group	count (synthesis)
AND-OR/OR-AND	405
XOR/XNOR	80
adder cells (fa/ha/maj)	362
buffers and inverters	328
flip-flops	69
multiplexers	68
AND/OR/NAND/NOR	599
## placed cells by master (no fill, tap or decap), types with 4 or more instances in the layout
master	count
o211ai_1	6
nand4_1	20
and2_1	23
mux2i_1	39
nand2b_1	15
a21oi_1	105
nor4_1	4
mux2_2	29
xor2_1	30
nand3_1	20
o31ai_1	8
nor2b_1	10
a31oi_1	11
clkbuf_16	9
a211oi_1	8
clkdlybuf4s50_1	131
o22ai_1	7
or3_1	8
nor3_1	16
and3_1	14
o21bai_1	20
o2bb2ai_1	4
o21ai_1	12
o21a_1	13
xnor2_1	50
a211o_1	5
nor2_1	185
a21o_1	44
o21ai_0	98
nand2_1	257
or4_1	4
inv_1	257
a22o_1	6
ha_1	167
a32o_1	5
a221oi_1	4
fa_1	195
buf_4	25
dfrtp_1	68
## worst register-to-register path, delay by kind of cell (launching register included)
kind | cells | cell delay (ns)
adders and majority gates | 8 | 3.55
and+or+nand+nor | 7 | 1.97
AOI/OAI and AO/OA | 12 | 3.08
xor gates and xnor gates | 1 | 0.15
DFF | 1 | 0.46
muxes | 1 | 0.88
buffers and inverters | 5 | 0.59
## worst paths after layout
kind	from	endpoint	slack [ns]
setup / recovery	a[20]	arith.product[58]$_DFFE_PP0P_	20.41
hold / removal	fsm.current_state[2]$_DFF_PP0_	fsm.current_state[4]$_DFF_PP0_	0.43
setup reg to reg	fsm.current_state[3]$_DFF_PP0_	arith.product[58]$_DFFE_PP0P_	26.90
hold reg to reg	fsm.current_state[2]$_DFF_PP0_	fsm.current_state[4]$_DFF_PP0_	0.43
max in group asynchronous	reset	arith.product[23]$_DFFE_PP0P_	29.12
min in group asynchronous	reset	arith.product[56]$_DFFE_PP0P_	7.54
## metrics by stage
step | hold WS (ns) | area (um^2)
finish | 0.433 | 17700
global route | 0.450 | 17700
CTS | 0.436 | 17700
detailed placement | 0.421 | 17400
global placement | 0.423 | 17400
floorplan | 0.355 | 15800
## final cells by class
type | instances | share of cell area [%]
timing repair buffer | 156 | 8.45
tap | 396 | 2.79
clock inverter | 1 | 0.169
clock buffer | 14 | 1.49
inverter | 260 | 5.50
multi-input combinational | 1514 | 71.8
sequential | 69 | 9.74
